[design/flow/config.mk]
export PLATFORM = sky130hd
export DESIGN_NAME = digitalClock
export DESIGN_NICKNAME = digitalClock
export VERILOG_FILES = /design/flow/design.v
export SDC_FILE = /design/flow/constraint.sdc
export NUM_CORES = 4
export LEC_CHECK = 1
export CORE_UTILIZATION = 50
[design/flow/constraint.sdc]
current_design digitalClock

set clk_period 4.1
set clk_io_pct 0.2

create_clock -name clk0 -period $clk_period [get_ports {clk}]

set non_clock_inputs [all_inputs -no_clocks]
set_input_delay [expr $clk_period * $clk_io_pct] -clock clk0 $non_clock_inputs
set_output_delay [expr $clk_period * $clk_io_pct] -clock clk0 [all_outputs]
[design/flow/design.v]
module Seven_Segment(
    input clk,  
    input [3:0] zero_min,
    input [3:0] first_min,
    input [3:0] zero_hour,
    input [3:0] first_hour,
    output reg [6:0] segment,
    output reg [3:0] enable
    );
    reg [1:0] digit_clk = 0;
    reg [6:0] display_clk [3:0];
    reg [18:0] count = 0;
    parameter max_count = 500_000;  
    wire [3:0] no_to_be_display [3:0];
      assign no_to_be_display[0] = zero_min;
      assign no_to_be_display[1] = first_min;
      assign no_to_be_display[2] = zero_hour;
      assign no_to_be_display[3] = first_hour;
        always @(posedge clk) begin                  
        if (count < max_count) begin
            count <= count+1;
        end else begin
            digit_clk <= digit_clk + 1;
            count <= 0;
        end
     case(no_to_be_display[digit_clk]) 
			 4'b0000 : display_clk[digit_clk] <= 7'b1000000;  
			 4'b0001 : display_clk[digit_clk] <= 7'b1111001;  
			 4'b0010 : display_clk[digit_clk] <= 7'b0100100;  
			 4'b0011 : display_clk[digit_clk] <= 7'b0110000;  
			 4'b0100 : display_clk[digit_clk] <= 7'b0011001;  
			 4'b0101 : display_clk[digit_clk] <= 7'b0010010;  
			 4'b0110 : display_clk[digit_clk] <= 7'b0000010;  
			 4'b0111 : display_clk[digit_clk] <= 7'b1111000;  
			 4'b1000 : display_clk[digit_clk] <= 7'b0000000;  
			 4'b1001 : display_clk[digit_clk] <= 7'b0011000;  
		 endcase
        if(digit_clk==0) 
        begin  
        enable <= 4'b1110;  
        segment <= display_clk[0];  
        end
        else if(digit_clk==1) 
        begin  
        enable <= 4'b1101;  
        segment <= display_clk[1];  
        end
        else if(digit_clk==2) 
        begin  
        enable <= 4'b1011;  
        segment <= display_clk[2];  
        end
        else if(digit_clk==3) 
        begin  
        enable <= 4'b0111;  
        segment <= display_clk[3];  
        end
    end 
endmodule
`timescale 1ns / 1ps
module digitalClock(
    input clk,  
    input ctr,  
    input rgt,  
    input lft,  
    input up,  
    input dn,  
    output [6:0] segment, 
    output [3:0] enable, 
    output AM_PMled,
    output clock_modeled  
    );
    reg [31:0] count =0; 
    parameter max_count=100_000_000; 
    reg [5:0] hours, mintes, seconds = 0; 
    reg [3:0] zero_min, first_min, zero_hour, first_hour = 0; 
    reg change = 0;  
    reg PM = 0;
    assign AM_PMled = PM;
    reg clock_mode = 0;
    assign clock_modeled = clock_mode;
    Seven_Segment SSM(clk, zero_min, first_min, zero_hour, first_hour , segment, enable);
   parameter clk_time = 1'b0;
   parameter set_time = 1'b1;
   reg current_time = set_time;
   always @(posedge clk) begin
        case(current_time)
            clk_time: begin 
                if (ctr) begin 
                    clock_mode <= 0;
                    current_time <= set_time; 
                    count <= 0;
                    change <= 0;
                    seconds <= 0; 
                end
                if (count <max_count) begin  
                    count <= count + 1;
                end else begin
                    count <= 0;
                    seconds <= seconds + 1;
                end                                
            end 
            set_time: begin
                if (ctr) begin 
                    clock_mode <= 1;
                    current_time <= clk_time;
                end
                if (count < (25_000_000)) begin 
                    count <= count + 1;
                end else begin
                    count <= 0;
                    case (change)
                        1'b0: begin 
                            if (up) begin 
                                mintes <= mintes + 1;
                            end
                            if (dn) begin 
                                if (mintes > 0) begin
                                    mintes <= mintes - 1;
                                end else if (hours > 1) begin 
                                    hours <= hours - 1;
                                    mintes <= 59;
                                end else if (hours == 1) begin
                                    hours <= 12;
                                    mintes <= 59;
                                end
                            end
                            if (lft || rgt) begin 
                                change <= 1;
                            end
                        end 
                        1'b1: begin 
                            if (up) begin 
                                hours <= hours + 1;
                            end
                            if (dn) begin 
                                if (hours > 1) begin
                                    hours <= hours - 1;
                                end else if (hours == 1) begin 
                                    hours <= 12;
                                end
                            end
                            if (rgt || lft) begin 
                                change <= 0;
                            end
                        end                      
                endcase               
                end                    
            end 
        endcase  
        if (seconds >= 60) begin  
                seconds <= 0;
                mintes <= mintes + 1;
        end
        if (mintes >= 60) begin  
                mintes <= 0;
                hours <= hours + 1;
        end
        if (hours >= 24) begin  
            hours <= 0;
        end
        else begin             
            zero_min <= mintes % 10;  
            first_min <= mintes / 10;  
            if (hours < 12) begin
                if (hours == 0) begin 
                    zero_hour <= 2;
                    first_hour <= 1;
                end else begin
                    zero_hour <= hours % 10;    
                    first_hour <= hours / 10;    
                end
                PM <= 0;
            end else begin 
                if (hours == 12) begin 
                    zero_hour <= 2;
                    first_hour <= 1;
                end else begin
                    zero_hour <= (hours - 12) % 10;    
                    first_hour <= (hours - 12) / 10;    
                end
                PM <= 1;                        
            end              
        end 
    end 
endmodule
[design/flow/run.sh]
#!/bin/bash
# OpenROAD 26Q1-2900-gdf79404cd8, Yosys 0.63+post, stock flow scripts
make -C /OpenROAD-flow-scripts/flow DESIGN_CONFIG=/design/flow/config.mk WORK_HOME=/design/flow/orfs finish
==> flow_summary.ini <==
; implementation run metrics
[global_route]
grt_usage_pct = 20.64
grt_max_degree = 28
grt_pass1_vias = 4983
grt-ovfl-total = 0
antenna_found_initial = 0
grt_pass1_wl_mm = 23.77

[final_layout]
fill_cells = 1172
final_layout_top_logic_cell = nor2_1
syn_to_final_growth_pct = 11.99
ff_latch_area_um2 = 3133
mostFrequentLayoutCells = nor2_1, dfxtp_1, nand2_1
drive_gt1_share_pct = 9.181
logic_area_um2 = 3820

[placement]
place_congestion = 0.9132
hpwl_mm = 9.735
port_buffers = 18

[power]
power.total_mw = 5.857
ir_worst_vdd_v = 0.0004125
swShare_pct = 38.27
p_seq_share_pct = 34.0
power.switching_mw = 2.241
pwr-share-clk_pct = 24.5
power.density_nw_per_um2 = 723.0
p_leak_nw = 2.957
comb_power_share_pct = 41.5
intPower_mw = 3.615

[synth]
ys_sh_adder_pct = 5.483
ys_sh_simple_pct = 21.54
syn_avg_cell_area_um2 = 9.273
ys_sh_mux_pct = 1.540
ys_area_um2 = 7233
synth_cell_type_count = 81
synthCells = 780
flop_cell = dfxtp_1
async_flop_share_pct = 0
logic_family = simple AND/OR/NAND/NOR gates
synthAoiAreaFrac_pct = 17.04
synth-cells-yosys = 780
synth-seq-cells = 129
yosysSeqAreaShare_pct = 43.31
yosys_warnings = 2
synth.cellmix.xorXnorShare_pct = 6.902
synth_area_um2 = 7233
edf_count = 55

[final_timing]
tns_ns = 0
slew_headroom_pct = 42.31
fmax_mhz = 272.2
setup_viol = 0
finalHoldViolations = 0
min_period_ns = 3.674
rsz0062_at_grt = false
fin_worst_skew_ns = 0.007363
tightest_slew_ns = 0.8596
finalCritPeriodShare_pct = 89.62
maxSlewViolCount = 0

[floorplanning]
initCoreUtil_pct = 51.71
die_h_um = 122.3
placementRows = 43
core_area_um2 = 13990
die_area_um2 = 14950
io-pin-count = 19
die_w_um = 122.3

[route]
drc_errors = 0
routed_wl_mm = 14.25
route.detailed.wl_per_inst_um = 14.45
wl_met3_um = 603
wirelength_met1_mm = 7.111
drtAntennaViolNets = 0
first_iter_violations = 401
wl_met2_mm = 6.378
vias = 5540
first_pass_iters = 5
vias_per_cell = 5.619
antenna_cells = 0
highest_layer = met4

[worst_hold_path]
hp-class = reg2reg

[worst_setup_path]
crit_path_end_kind = flip-flop
critPathBufInv = 0
path_class = reg2reg
path_cells = ha_1, or3_1, ha_1, nor2b_1, or3_1, nand3_1, a211oi_1, o21ai_1, a31oi_1, xnor2_1, o32ai_1
start_kind = flip-flop
cp_slowest_cell = dfxtp_1
slowest_delay_ns = 0.63
arrival_ns = 3.79
crit_required_ns = 4.22
cpLargestDelayFamily = simple AND/OR/NAND/NOR gates
cp_max_fo = 16

[clock_tree]
clkSinkCount = 129
clk_latency_ns = 0.41
cts_resized = 0
root_buffer = clkbuf_16
post_cts_buffers = 0
ctsHoldBuffers = 0
cts_tree = built
ctsHtreeMaxLevel = 4
cts_buffer_depth = 2
cts_buffers = 17
clk_pin_slew_ns = 0.06

[run]
maxCapViolations = 0
tool_warnings = 42

[status]
status = finished, final reports clean
-- cell usage after synthesis (10+ instances only) --
master / instances / area [µm²]
nor2_1: 89 / 334.1
nor2_4: 19 / 214.0
o21ai_0: 40 / 200.2
clkbuf_1: 19 / 71.32
ha_1: 30 / 375.4
nand3_1: 33 / 165.2
mux2i_1: 10 / 100.1
edfxtp_1: 55 / 1652
nor3_1: 17 / 85.08
and3_1: 17 / 106.4
nand2_1: 63 / 236.5
xor2_1: 24 / 210.2
a21oi_1: 49 / 245.2
o21ai_1: 11 / 55.05
nand4_1: 11 / 68.82
nor2b_1: 10 / 62.56
xnor2_1: 33 / 289.0
inv_1: 26 / 97.59
dfxtp_1: 74 / 1481
-- area by class of cell --
| class | count | area share, % |
|---|---|---|
| sequential | 129 | 38.68 |
| inverter | 31 | 1.437 |
| clock buffer | 22 | 6.395 |
| tap | 180 | 2.780 |
| clock inverter | 10 | 0.8650 |
| multi-input combinational | 591 | 47.16 |
| timing repair buffer | 23 | 2.688 |
-- kinds of logic (layout without fill, tap and decap cells) --
family | after synthesis | count (layout)
mux | 11 | 11
other cells | 2 | 6
compound gates | 184 | 184
fa+ha+maj | 32 | 32
simple gates | 301 | 301
buf+inv | 64 | 86
flops | 129 | 129
xor+xnor | 57 | 57
-- power groups by stage --
stage | combinational (mW) | clock (mW) | sequential [mW]
after CTS | 2.42 | 1.48 | 1.99
final | 2.43 | 1.44 | 1.99
after global routing | 2.74 | 1.52 | 2.03
-- registers in the layout (all words and copies together) (netlist names) --
| name | flops |
|---|---|
| PM | 1 |
| SSM.count | 19 |
| SSM.digit_clk | 2 |
| SSM.display_clk | 28 |
| SSM.enable | 4 |
| SSM.segment | 7 |
| change | 1 |
| clock_mode | 1 |
| count | 32 |
| current_time | 1 |
| first_hour | 4 |
| first_min | 3 |
| hours | 6 |
| mintes | 6 |
| seconds | 6 |
| zero_hour | 4 |
| zero_min | 4 |
-- path summary, 6_finish.rpt --
| path | from | end | slack (ns) | cells after the start |
|---|---|---|---|---|
| worst max-delay path | hours[3] | zero_hour[2] | 0.43 | 11 |
| worst min-delay path | SSM.count[0] | SSM.count[0] | 0.46 | 1 |
| worst max register to register | hours[3] | zero_hour[2] | 0.43 | 11 |
| worst min register to register | SSM.count[0] | SSM.count[0] | 0.46 | 1 |
-- per-stage QoR --
stage	cells	worst slack, ns	utilization, %	cell area, µm²	hold slack [ns]
3_5_place_dp	954	0.6270	53.70	7512	0.4573
5_1_grt	986	0.09688	57.91	8100	0.4876
3_3_place_gp	954	0.6871	53.70	7512	0.4485
2_1_floorplan	784	0.9869	-	7248	0.4299
6_report	986	0.4256	57.91	8100	0.4617
4_1_cts	986	0.5029	57.91	8100	0.4715
-- routing by layer --
layer | vias to the layer above | global-route usage [%]
met2 | 137 | 31.11
met3 | 18 | 3.605
li1 | 2845 | -
met5 | - | 0
met4 | 0 | 3.201
met1 | 2540 | 33.32
Power and IR drop assume default switching activity.
